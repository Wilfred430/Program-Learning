==> flow/config.mk <==
export PLATFORM = sky130hd
export DESIGN_NAME = Seq
export DESIGN_NICKNAME = Seq
export VERILOG_FILES = /design/flow/design.v
export SDC_FILE = /design/flow/constraint.sdc
export NUM_CORES = 4
export LEC_CHECK = 1
export CORE_AREA = 10 10 70 70
export DIE_AREA = 0 0 80 80
==> flow/design.v <==
module Seq (
    input clk,
    input rst_n,
    input in_valid,
    input [3:0] card,
    output logic win,
    output logic lose,
    output logic [4:0] sum
);
logic [4:0] trans;  
always_ff @(posedge clk, negedge rst_n) begin
    if (!rst_n) begin
        sum <= 5'b0;
        win <= 0;
        lose <= 0;
        trans <= 0;
    end
    else begin
        if(in_valid)
        begin
        if (sum <= 16)
            sum <= sum + (card > 10 ? 10: card);
        if (sum + (card > 10 ? 10: card) > 21) begin
            lose <= 1;
            win <= 0;
        end
        else if (sum+(card > 10 ? 10: card) > 16 && sum+(card > 10 ? 10: card)<= 21) begin
            win <= 1;
            lose <= 0;
        end
        if (win || lose) begin
            sum <= 5'b0;
            win <= 0;
            lose <= 0;
        end
        end
    end
end
endmodule
==> flow/run.sh <==
#!/bin/bash
# OpenROAD 26Q1-2900-gdf79404cd8, Yosys 0.63+post, stock flow scripts
make -C /OpenROAD-flow-scripts/flow DESIGN_CONFIG=/design/flow/config.mk WORK_HOME=/design/flow/orfs finish
==> flow/constraint.sdc <==
current_design Seq

set clk_period 2.7
set clk_io_pct 0.2

create_clock -name clk0 -period $clk_period [get_ports {clk}]

set non_clock_inputs [all_inputs -no_clocks]
set_input_delay [expr $clk_period * $clk_io_pct] -clock clk0 $non_clock_inputs
set_output_delay [expr $clk_period * $clk_io_pct] -clock clk0 [all_outputs]
==> out/README.md <==
| Step | Parameter | Value |
|---|---|---|
| clock network | Maximum level of the CTS H-tree | 1 |
| synth | Synth async-reset ratio | 100.0% |
| pwr | Gate power share | 68.3% |
| sta | Number of pins with negative max-slew slack in the final report | 0 |
| clock network | CTS Root Buffer Type | sky130_fd_sc_hd__clkbuf_4 |
| sta | Final period demand of the worst path | 2.543 ns |
| sta | Max-slew headroom at the worst pin | 76.93% |
| sta | Achievable frequency | 393.2 MHz |
| synth | Yosys stat chip area | 571.8 um^2 |
| synth | Post-Synthesis Cell Area | 571.8 um^2 |
| pwr | Ratio of total power to cell area | 1087 nW/um^2 |
| global routing | Via count of the first global-routing pass | 513 |
| critical path | CP startpoint kind | input pin |
| clock network | Clock buffers created by TritonCTS | 3 |
| placement | Placer Congestion | 0.7761 |
| global routing | All-Layer GR Usage | 4.407% |
| floorplanning | Core outline area | 3416 um^2 |
| synth | Number of distinct library cells after synthesis | 27 |
| clock network | Skew-Pair Late Insertion Delay | 0.24 ns |
| layout | Area overhead of the layout relative to synthesis | 50.11% |
| sta | Slew at the pin closest to its max-slew limit | 0.3460 ns |
| layout | Utilization after layout | 25.13% |
| synth | Top cells by area | sky130_fd_sc_hd__dfrtp_1 31%, sky130_fd_sc_hd__ha_1 8.8%, sky130_fd_sc_hd__nand2_1 7.9% |
| route | Number of DRC violations after detailed-routing iteration 0 | 40 |
| route | Via density per instance | 4.022 |
| synth | Synth warnings | 1 |
| clock network | Clk sinks | 7 |
| job | Number of max-capacitance violations reported | 0 |
| sta | Worst setup margin | 0.1571 ns |
| global routing | Antenna violations before repair | 0 |
| outcome | Result of the run | completed |
| route | Antenna Violating Nets Remaining | 0 |
| layout | Sequential cell area in the final layout | 175.2 um^2 |
| synth | Proportion of synthesized chip area in sequential cells | 30.63% |
| global routing | Largest net degree at the start of global routing | 10 |
| floorplanning | Horizontal die size | 80 um |
| synth | Synthesized registers | 7 |
| critical path | Destination of the worst register-to-register timing path | win |
| critical path | Worst Reg-to-Reg Cells | 7 |
| route | WL/cell | 10.01 um |
| placement | Post-detail-place hpwl | 1190 um |
| placement | Cell area after placement | 808.3 um^2 |
| synth | Most common reg cell | sky130_fd_sc_hd__dfrtp_1 |
| route | First drt pass iteration count | 4 |
| global routing | First-pass GRT wire length | 2339 um |
| critical path | Critical path endpoint category | flop |
| critical path | CP max stage delay | 0.47 ns |
| critical path | Crit path launch | card[2] |
| floorplanning | Initial cell density of the core | 16.74% |
| route | Final wirelength | 1352 um |
| pwr | Total net switching power | 375.7 uW |
| critical path | Data arrival time at the worst-slack endpoint | 2.67 ns |
| job | Tool warning count | 25 |
| route | Antenna Diode Count | 0 |
| layout | Filler Cells Inserted | 369 |
| clock network | Clock tree from TritonCTS | yes |
| floorplanning | I/O pin cnt | 14 |
| layout | Proportion of layout cells with a drive suffix above 1 | 20.22% |
| placement | Count of buffers inserted at the top-level ports | 13 |
| pwr | Leakage power | 0.3684 nW |
| critical path | Setup slack, reg-to-reg | 0.74 ns |
| synth | Cell with the most instances after synthesis | sky130_fd_sc_hd__nand2_1 |
| pwr | Sequential cell fraction of total power | 22.4% |
| pwr | Internal portion of total power | 557.3 uW |
| critical path | Required time at the endpoint of the critical path | 2.83 ns |
| sta | Unrepaired setup endpoints after global routing | no |
| clock network | Count of hold buffers inserted by post-cts repair | 0 |
| critical path | Type of the worst setup path | in2reg |
| clock network | Max clock buf depth | 2 |
| critical path | Startpoint of the most critical register-to-register path | sum[0] |
| clock network | Clock slew at reported path FFs | 0.05 ns |
| global routing | Total congestion overflow | 0 |
| sta | Setup-failing EPs final | 0 |
| critical path | Critical path, cell by cell | clkdlybuf4s50_1 -> o21ai_0 -> and2_1 -> ha_2 -> fa_2 -> xor2_4 -> nand2_1 -> o21ai_2 -> buf_4 -> o41ai_2 |
| critical path | Peak fanout along the critical path | 5 |
| route | Detailed-route via count | 543 |
| synth | Count of library flops with an enable pin | 0 |
| synth | Yosys cell count | 66 |
| sta | Hold violation count in the final report | 0 |
| min path | Hold crit path type | in2async |
| layout | Combined area of the multi-input logic cells | 409.1 um^2 |
| sta | Worst clock skew on the final layout | 0.002218 ns |
| floorplanning | Die outline height | 80 um |
| synth | Per-instance average area after synthesis | 8.664 um^2 |
| placement | Worst slack after detailed placement | -0.1822 ns |
| synth | Leading area contributor after synthesis | sky130_fd_sc_hd__dfrtp_1 |
| critical path | Critical-path top delay cell | sky130_fd_sc_hd__clkdlybuf4s50_1 |
| critical path | Setup crit end | win |
| synth | Top-area cell type share of the netlist area | 30.63% |
| pwr | Share of power burned in the clock network | 9.3% |
| sta | Final worst-path cycle share | 94.18% |
| pwr | Worst IR Drop VDD | 0.3213 mV |
| pwr | Switching fraction of total power | 40.27% |
| floorplanning | Placement Rows | 21 |
| route | Number of DRC violations after detailed routing | 0 |
| synth | Instance tally after logic synthesis | 66 |
| floorplanning | Die outline area | 6400 um^2 |
| synth | Commonest cells post-synth | 12 x sky130_fd_sc_hd__nand2_1, 7 x sky130_fd_sc_hd__dfrtp_1, 6 x sky130_fd_sc_hd__a21oi_1 |
| layout | Post-Layout Inst Area | 858.3 um^2 |
## stage by stage
| stage | total power [mW] | hold WS, ns | setup TNS [ns] | std cells |
|---|---|---|---|---|
| floorplan | 0.5620 | 0.2444 | 0 | 66 |
| global placement | 0.8213 | 0.5395 | -0.2785 | 131 |
| detailed placement | 0.8185 | 0.5502 | -0.4087 | 131 |
| CTS | 0.9174 | 0.5509 | 0 | 135 |
| global route | 1.029 | 0.5743 | 0 | 135 |
| finish | 0.9330 | 0.5503 | 0 | 135 |
## logic make-up (layout without fill, tap and decap cells)
kind of cell / count (synthesis) / after routing / share of synthesized area [%]
and+or+nand+nor: 27 / 27 / 21.88
AOI/OAI and AO/OA: 21 / 21 / 27.35
DFF: 7 / 7 / 30.63
adders and majority gates: 5 / 5 / 12.25
xor gates and xnor gates: 3 / 3 / 5.909
buffers and inverters: 3 / 26 / 1.969
## registers in the layout, summed over array words and instances, names as in the netlist
register	cells
lose	1
sum	5
win	1
## routing by layer
layer	global-route usage (%)	up-vias	share of wire [%]
li1	-	291	-
met1	5.831	242	45
met2	7.143	8	50
met3	0.9091	2	3.8
met4	1.056	0	1.2
met5	0	-	0
## worst min-delay path by stage
stage	slack (ns)	cells past startpoint	to	from
after CTS	0.55	1	lose	rst_n
after global routing	0.57	1	win	rst_n
final	0.55	1	lose	rst_n
## worst max-delay path: cells and delay by family
family	cells	cell delay, ns
xor gates and xnor gates	1	0.18
AOI/OAI and AO/OA	3	0.49
buffers and inverters	2	0.60
and+or+nand+nor	2	0.26
adders and majority gates	2	0.60
## layout make-up
type / count / share of cell area (%)
Timing Repair Buffer: 20 / 21.28
Sequential cell: 7 / 20.41
Multi-Input combinational cell: 56 / 47.67
Tap cell: 46 / 6.706
Clock buffer: 4 / 3.061
Inverter: 2 / 0.8746
## power groups by stage
stage         clock (mW)  sequential (mW)  combinational [mW]
CTS               0.0930            0.210               0.614
global route      0.0952            0.219               0.715
finish            0.0870            0.209               0.637
## cell usage in the layout, fill, tap and decap left out, types with 2 or more instances in the layout
master and n:
sky130_fd_sc_hd__clkdlybuf4s50_1 13, sky130_fd_sc_hd__o21ai_0 2, sky130_fd_sc_hd__clkbuf_4 3, sky130_fd_sc_hd__o21ai_1 3, sky130_fd_sc_hd__dfrtp_1 7, sky130_fd_sc_hd__nand2_1 12
sky130_fd_sc_hd__a22o_1 2, sky130_fd_sc_hd__nor3_1 3, sky130_fd_sc_hd__buf_4 7, sky130_fd_sc_hd__nor2_1 3, sky130_fd_sc_hd__nand3_1 2, sky130_fd_sc_hd__inv_1 2
sky130_fd_sc_hd__ha_1 3, sky130_fd_sc_hd__a21oi_1 6, sky130_fd_sc_hd__nand2b_1 2, sky130_fd_sc_hd__o21ai_2 2, sky130_fd_sc_hd__a21o_1 2
## repair_timing
action	in CTS	in global routing
endpoints found under the setup margin	0	2
buffers inserted	0	0
resized	0	4
Power is estimated from default activity; no workload was simulated.
