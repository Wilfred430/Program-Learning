File: design/flow/design.v
module DT(
    input [19:0] in_n0,
    input [19:0] in_n1,
    input [19:0] in_n2,
    input [19:0] in_n3,
    output logic [17:0] out_n0,
    output logic [17:0] out_n1,
    output logic [17:0] out_n2,
    output logic [17:0] out_n3,
    output logic [17:0] out_n4,
    output logic ack_n0,
    output logic ack_n1,
    output logic ack_n2,
    output logic ack_n3
);
logic [1:0] condition_n0;
logic [1:0] condition_n1;
logic [1:0] condition_n2;
logic [1:0] condition_n3;
logic [1:0] condition_n4;
logic [15:0] data_n0;
logic [15:0] data_n1;
logic [15:0] data_n2;
logic [15:0] data_n3;
logic [15:0] data_n4;
logic conflict_n0;
logic conflict_n1;
logic conflict_n2;
logic conflict_n3;
logic conflict_n4;
always_comb begin
    out_n0 = {2'b00, 16'b0};
    out_n1 = {2'b00, 16'b0};
    out_n2 = {2'b00, 16'b0};
    out_n3 = {2'b00, 16'b0};
    out_n4 = {2'b00, 16'b0};
    ack_n0 = 0;
    ack_n1 = 0;
    ack_n2 = 0;
    ack_n3 = 0;
    conflict_n0 = 0;
    conflict_n1 = 0;
    conflict_n2 = 0;
    conflict_n3 = 0;
    conflict_n4 = 0;
    condition_n0 = 2'b00;
    condition_n1 = 2'b00;
    condition_n2 = 2'b00;
    condition_n3 = 2'b00;
    condition_n4 = 2'b00;
    data_n0 = 16'b0;
    data_n1 = 16'b0;
    data_n2 = 16'b0;
    data_n3 = 16'b0;
    data_n4 = 16'b0;
    if (in_n0[19] == 1) begin
        case (in_n0[18:16])
            3'b000: begin 
                if (conflict_n0 == 0) begin
                    condition_n0 = 2'b01;
                    data_n0 = in_n0[15:0];
                    conflict_n0 = 1;
                    ack_n0 = 1;
                end else begin
                    condition_n0 = 2'b10;
                    ack_n0 = 0;
                end
            end
            3'b001: begin 
                if (conflict_n1 == 0) begin
                    condition_n1 = 2'b01;
                    data_n1 = in_n0[15:0];
                    conflict_n1 = 1;
                    ack_n0 = 1;
                end else begin
                    condition_n1 = 2'b10;
                    ack_n0 = 0;
                end
            end
            3'b010: begin 
                if (conflict_n2 == 0) begin
                    condition_n2 = 2'b01;
                    data_n2 = in_n0[15:0];
                    conflict_n2 = 1;
                    ack_n0 = 1;
                end else begin
                    condition_n2 = 2'b10;
                    ack_n0 = 0;
                end
            end
            3'b011: begin 
                if (conflict_n3 == 0) begin
                    condition_n3 = 2'b01;
                    data_n3 = in_n0[15:0];
                    conflict_n3 = 1;
                    ack_n0 = 1;
                end else begin
                    condition_n3 = 2'b10;
                    ack_n0 = 0;
                end
            end
            3'b100: begin 
                if (conflict_n4 == 0) begin
                    condition_n4 = 2'b01;
                    data_n4 = in_n0[15:0];
                    conflict_n4 = 1;
                    ack_n0 = 1;
                end else begin
                    condition_n4 = 2'b10;
                    ack_n0 = 0;
                end
            end
            default: ack_n0 = 0;
        endcase
    end
    if (in_n1[19] == 1) begin
        case (in_n1[18:16])
            3'b000: begin 
                if (conflict_n0 == 0) begin
                    condition_n0 = 2'b01;
                    data_n0 = in_n1[15:0];
                    conflict_n0 = 1;
                    ack_n1 = 1;
                end else begin
                    condition_n0 = 2'b10;
                    ack_n1 = 0;
                end
            end
            3'b001: begin 
                if (conflict_n1 == 0) begin
                    condition_n1 = 2'b01;
                    data_n1 = in_n1[15:0];
                    conflict_n1 = 1;
                    ack_n1 = 1;
                end else begin
                    condition_n1 = 2'b10;
                    ack_n1 = 0;
                end
            end
            3'b010: begin 
                if (conflict_n2 == 0) begin
                    condition_n2 = 2'b01;
                    data_n2 = in_n1[15:0];
                    conflict_n2 = 1;
                    ack_n1 = 1;
                end else begin
                    condition_n2 = 2'b10;
                    ack_n1 = 0;
                end
            end
            3'b011: begin 
                if (conflict_n3 == 0) begin
                    condition_n3 = 2'b01;
                    data_n3 = in_n1[15:0];
                    conflict_n3 = 1;
                    ack_n1 = 1;
                end else begin
                    condition_n3 = 2'b10;
                    ack_n1 = 0;
                end
            end
            3'b100: begin 
                if (conflict_n4 == 0) begin
                    condition_n4 = 2'b01;
                    data_n4 = in_n1[15:0];
                    conflict_n4 = 1;
                    ack_n1 = 1;
                end else begin
                    condition_n4 = 2'b10;
                    ack_n1 = 0;
                end
            end
            default: ack_n1 = 0;
        endcase
    end
    if (in_n2[19] == 1) begin
        case (in_n2[18:16])
            3'b000: begin 
                if (conflict_n0 == 0) begin
                    condition_n0 = 2'b01;
                    data_n0 = in_n2[15:0];
                    conflict_n0 = 1;
                    ack_n2 = 1;
                end else begin
                    condition_n0 = 2'b10;
                    ack_n2 = 0;
                end
            end
            3'b001: begin 
                if (conflict_n1 == 0) begin
                    condition_n1 = 2'b01;
                    data_n1 = in_n2[15:0];
                    conflict_n1 = 1;
                    ack_n2 = 1;
                end else begin
                    condition_n1 = 2'b10;
                    ack_n2 = 0;
                end
            end
            3'b010: begin 
                if (conflict_n2 == 0) begin
                    condition_n2 = 2'b01;
                    data_n2 = in_n2[15:0];
                    conflict_n2 = 1;
                    ack_n2 = 1;
                end else begin
                    condition_n2 = 2'b10;
                    ack_n2 = 0;
                end
            end
            3'b011: begin 
                if (conflict_n3 == 0) begin
                    condition_n3 = 2'b01;
                    data_n3 = in_n2[15:0];
                    conflict_n3 = 1;
                    ack_n2 = 1;
                end else begin
                    condition_n3 = 2'b10;
                    ack_n2 = 0;
                end
            end
            3'b100: begin 
                if (conflict_n4 == 0) begin
                    condition_n4 = 2'b01;
                    data_n4 = in_n2[15:0];
                    conflict_n4 = 1;
                    ack_n2 = 1;
                end else begin
                    condition_n4 = 2'b10;
                    ack_n2 = 0;
                end
            end
            default: ack_n2 = 0;
        endcase
    end
    if (in_n3[19] == 1) begin
        case (in_n3[18:16])
            3'b000: begin 
                if (conflict_n0 == 0) begin
                    condition_n0 = 2'b01;
                    data_n0 = in_n3[15:0];
                    conflict_n0 = 1;
                    ack_n3 = 1;
                end else begin
                    condition_n0 = 2'b10;
                    ack_n3 = 0;
                end
            end
            3'b001: begin 
                if (conflict_n1 == 0) begin
                    condition_n1 = 2'b01;
                    data_n1 = in_n3[15:0];
                    conflict_n1 = 1;
                    ack_n3 = 1;
                end else begin
                    condition_n1 = 2'b10;
                    ack_n3 = 0;
                end
            end
            3'b010: begin 
                if (conflict_n2 == 0) begin
                    condition_n2 = 2'b01;
                    data_n2 = in_n3[15:0];
                    conflict_n2 = 1;
                    ack_n3 = 1;
                end else begin
                    condition_n2 = 2'b10;
                    ack_n3 = 0;
                end
            end
            3'b011: begin 
                if (conflict_n3 == 0) begin
                    condition_n3 = 2'b01;
                    data_n3 = in_n3[15:0];
                    conflict_n3 = 1;
                    ack_n3 = 1;
                end else begin
                    condition_n3 = 2'b10;
                    ack_n3 = 0;
                end
            end
            3'b100: begin 
                if (conflict_n4 == 0) begin
                    condition_n4 = 2'b01;
                    data_n4 = in_n3[15:0];
                    conflict_n4 = 1;
                    ack_n3 = 1;
                end else begin
                    condition_n4 = 2'b10;
                    ack_n3 = 0;
                end
            end
            default: ack_n3 = 0;
        endcase
    end
    out_n0 = {condition_n0, data_n0};
    out_n1 = {condition_n1, data_n1};
    out_n2 = {condition_n2, data_n2};
    out_n3 = {condition_n3, data_n3};
    out_n4 = {condition_n4, data_n4};
end
endmodule
File: design/flow/run.sh
#!/bin/bash
# OpenROAD 26Q1-2900-gdf79404cd8, Yosys 0.63+post, stock flow scripts
make -C /OpenROAD-flow-scripts/flow DESIGN_CONFIG=/design/flow/config.mk WORK_HOME=/design/flow/orfs finish
File: design/flow/config.mk
export PLATFORM = sky130hd
export DESIGN_NAME = DT
export DESIGN_NICKNAME = DT
export VERILOG_FILES = /design/flow/design.v
export SDC_FILE = /design/flow/constraint.sdc
export NUM_CORES = 4
export LEC_CHECK = 1
export CORE_UTILIZATION = 30
File: design/flow/constraint.sdc
current_design DT

set clk_period 6.5
set clk_io_pct 0.2

create_clock -name clk0 -period $clk_period

set non_clock_inputs [all_inputs -no_clocks]
set_input_delay [expr $clk_period * $clk_io_pct] -clock clk0 $non_clock_inputs
set_output_delay [expr $clk_period * $clk_io_pct] -clock clk0 [all_outputs]
==> writeup.txt <==
The fraction of final layout cells with drive strength greater than 1 is 0.106, and the wire length of the first global-routing pass is 28600 um. The run gives 0.00388 mm^2 as the synthesized cell area. The tools report the final number of hold-violating endpoints as 0. The per-instance average area after synthesis was 6.69 um^2; the routability congestion estimate was 0.965.

The run gives 0 for the diode insertion count for antenna repair. Launch point of the critical path: in_n0[16]. The tools report the total setup buffers inserted after CTS as 0. The longest incremental delay of any stage on the critical path is reported as 0.71 ns.

The number of global-route vias before repair came out at 5096. Highest-delay cell along the critical path: sky130_fd_sc_hd__and4bb_2. The switching share of power is 0.451. For the number of cells in the yosys synthesis report, the log shows 579. The number of antenna violations at the first check in global routing is 0, and the die boundary width is 116 um.

The termination of the worst setup path is out_n2[4]. The run gives 4.73 ns as the data arrival at the endpoint of the critical path. The leakage power in the latest report is 0.00198 uW. The logs give 19000 um for the sum of routed wire length over all layers and 603 for the number of DRC markers after the initial detailed-route iteration. The maximum number of pins on one net before global-route repair was 38. The number of hold buffers added after cts was 0; the detailed-route via count was 5544.

Per STA, the library cell used most along the worst path is sky130_fd_sc_hd__clkdlybuf4s50_1. The maximum vdd ir drop is 0.0287 mV, and the count of boundary I/O pins is 174. Counting distinct cell types in the post-synthesis netlist gives 58.

Critical path class: input port to output pin. Counting only logic cells after layout, the most numerous master is sky130_fd_sc_hd__clkdlybuf4s50_1. The internal power of the cells totals 173 uW.

Gates resized during post-CTS repair numbered 0. The average wire per standard cell was 21.4 um. Type of destination of the critical path: an output pin.

The pin closest to its max-slew limit shows a slew of 1.06 ns. Per the run summary, max-cap violations total 0. Required time of the critical path: 5.20 ns.

The minimum clock period after layout is 6.03 ns. The register share of total power is 0. For the sequential fraction of the synthesis area, the log shows 0. The core box area was 0.0126 mm^2; the total net switching power was 142 uW.

Power per standard cell area: 55.2 mW/mm^2. The run gives 6.24 for the vias per cell. The pre-placement core utilization came out at 0.307.

Clock buffers in the final layout number 0. In the finished design the tool counted flip-flops and latches totalling 0. With the largest fanout on the critical path at 19, the share of the clock period used by the worst path after layout is 0.928. The combinational share of power came out at 1.000. The type of the worst min-delay path was input port to output pin. The run gives 1 as the tally of yosys warning messages.

Setup repair after global routing left no endpoint under its margin. TritonRoute reported its final design rule violation total as 0. The tools report the clock network fraction of design power as 0. During placement, the flow inserted port buffers numbering 174. The run gives 0.295 as the remaining max-slew budget at the tightest pin. The floorplan step set the die height to 116 um. Traced cell by cell, the critical path runs through clkdlybuf4s50_1 -> and4bb_2 -> inv_1 -> ha_1 -> nand2b_1 -> o2111a_1 -> buf_4 -> o31ai_1 -> clkdlybuf4s50_1. For this run the aggregate overflow at the end of global routing stands at 0. Detailed placement finished with a half-perimeter wire length of 13100 um.

The count of antenna-violating nets left after detailed routing is 0. The signed area change from the synthesized netlist to the final layout is 47.4%, and the sequential cell area in the final layout is 0 um^2. The run finished with clean final reports. The floorplan has 41 rows. The run gives 579 as the gate count of the mapped netlist. Total power of the final layout: 315 uW.

The tools report the total die size as 0.0134 mm^2. Leaving out fill and tap cells, the most frequent cells in the layout are sky130_fd_sc_hd__clkdlybuf4s50_1 (173), sky130_fd_sc_hd__nand2_1 (89), sky130_fd_sc_hd__nor2_1 (63), sky130_fd_sc_hd__o31ai_1 (49), sky130_fd_sc_hd__a221oi_1 (48). With the overall track demand over capacity in global routing at 0.278, the synthesized chip area reported by yosys is 0.00388 mm^2. Before antenna repair, the detailed router went through 6 iterations. The worst setup path is launched from an input port. With the final-report setup violation count at 0, the maximum clock frequency is 0.166 GHz. The max-slew violation count was 0; the total number of warnings across the stage logs was 42. In the final timing run, aggregate negative setup slack is 0 ns.

Fill cells in the final layout number 1299.
==> cell usage after synthesis (4+ instances only) <==
| cell | n | area (um^2) |
|---|---|---|
| sky130_fd_sc_hd__a2111oi_0 | 32 | 280 |
| sky130_fd_sc_hd__a211o_1 | 4 | 35.0 |
| sky130_fd_sc_hd__a21oi_1 | 9 | 45.0 |
| sky130_fd_sc_hd__a221oi_1 | 48 | 420 |
| sky130_fd_sc_hd__a31oi_1 | 33 | 206 |
| sky130_fd_sc_hd__and2_1 | 18 | 113 |
| sky130_fd_sc_hd__and4bb_2 | 4 | 50.1 |
| sky130_fd_sc_hd__buf_2 | 16 | 80.1 |
| sky130_fd_sc_hd__buf_6 | 5 | 56.3 |
| sky130_fd_sc_hd__clkbuf_1 | 37 | 139 |
| sky130_fd_sc_hd__ha_1 | 15 | 188 |
| sky130_fd_sc_hd__inv_1 | 10 | 37.5 |
| sky130_fd_sc_hd__mux2_2 | 12 | 135 |
| sky130_fd_sc_hd__mux2_4 | 20 | 300 |
| sky130_fd_sc_hd__nand2_1 | 89 | 334 |
| sky130_fd_sc_hd__nand2b_1 | 6 | 37.5 |
| sky130_fd_sc_hd__nand3_1 | 33 | 165 |
| sky130_fd_sc_hd__nor2_1 | 63 | 236 |
| sky130_fd_sc_hd__o21ai_0 | 7 | 35.0 |
| sky130_fd_sc_hd__o31ai_1 | 49 | 368 |
| sky130_fd_sc_hd__xnor2_1 | 6 | 52.6 |
==> worst max-delay path, delay by kind of cell <==
family / cells / cell delay, ns
buffers and inverters: 4 / 1.58
adders and majority gates: 1 / 0.25
and+or+nand+nor: 2 / 0.91
AOI/OAI and AO/OA: 2 / 0.68
==> power groups by stage <==
| stage | Clock [uW] | Combinational [uW] | Sequential, uW |
|---|---|---|---|
| finish | 0 | 315 | 0 |
| CTS | 0 | 313 | 0 |
| global route | 0 | 338 | 0 |
==> stage by stage <==
step            util  cell area (um^2)  setup slack [ns]  std cells  hold slack (ns)
3_5_place_dp   0.453              5710             0.597        888             3.49
3_3_place_gp   0.453              5710             0.695        888             3.48
6_report       0.453              5710             0.468        888             3.48
5_1_grt        0.453              5710             0.333        888             3.53
2_1_floorplan      -              3880              1.71        579             2.65
4_1_cts        0.453              5710             0.548        888             3.49
==> worst min path at each step <==
stage / from / end / slack (ns) / cells after the start
CTS: in_n1[19] / ack_n1 / 3.49 / 4
global route: in_n1[19] / ack_n1 / 3.53 / 4
finish: in_n1[19] / ack_n1 / 3.48 / 4
==> per-layer routing <==
layer  routed length (um)  up-vias  track usage
met5                    0        -            0
met4                  674        0        0.103
met3                 2110       58       0.0336
met2                 8220      395        0.425
met1                 8010     2535        0.402
li1                     -     2556            -
==> layout make-up <==
cell class                 instances  area, um^2  area share
timing repair buffer             200        1930       0.338
tap                              172         215      0.0377
multi-input combinational        502        3500       0.613
inverter                          14        62.6      0.0109
==> cell families (layout without fill, tap and decap cells) <==
kind of cell             count (synthesis)  count (layout)  share of synthesized area
AND-OR/OR-AND                          204             204                      0.410
multiplexers                            33              33                      0.115
buffers and inverters                   77             214                     0.0959
XOR/XNOR                                 6               6                     0.0136
adder cells (fa/ha/maj)                 15              15                     0.0484
AND/OR/NAND/NOR                        244             244                      0.317
Power figures rest on the tool's default switching activity, not on a simulated workload.
