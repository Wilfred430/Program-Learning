File: ./design.v
module SPMV(
    input clk, rst_n,
    input in_valid, weight_valid,
    input [4:0] in_row, in_col,
    input [7:0] in_data,
    output logic out_valid,
    output logic [4:0] out_row,
    output logic [20:0] out_data,
    output logic out_finish
);
logic [7:0] vector_in [0:31];
logic [17:0] result [0:31];
logic [5:0] i;
logic [4:0] next;
logic pre_lead;
logic [15:0] mult_result; 
logic [4:0] row_reg;      
logic weight_valid_d;    
always_ff @(posedge clk, negedge rst_n) begin
    if (!rst_n) 
	begin
        out_valid <= 0;
        out_finish <= 0;
        out_row <= 5'b0;
        out_data <= 21'b0;
        next <= 0;
        pre_lead <= 0;
        mult_result <= 0;
        row_reg <= 0;
        weight_valid_d <= 0;
        for (i = 0; i < 32; i = i + 1) 
		begin
            result[i] <= 18'b0;
            vector_in[i] <= 8'b0;
        end
    end
    else if (out_finish) 
	begin
        out_valid <= 0;
        out_finish <= 0;
        out_row <= 5'b0;
        out_data <= 21'b0;
        next <= 0;
        pre_lead <= 0;
        mult_result <= 0;
        row_reg <= 0;
        weight_valid_d <= 0;
        for (i = 0; i < 32; i = i + 1) 
		begin
            result[i] <= 18'b0;
            vector_in[i] <= 8'b0;
        end
    end
    else 
	begin
        if (weight_valid) 
		begin
            mult_result <= in_data * vector_in[in_col];
            row_reg <= in_row;
            weight_valid_d <= 1;
        end else 
		begin
            weight_valid_d <= 0;
        end
        if (weight_valid_d) 
		begin
            result[row_reg] <= result[row_reg] + mult_result;
            pre_lead <= 1;
        end
        if (in_valid) 
		begin
            vector_in[in_row] <= in_data;
        end
        else if (pre_lead && !weight_valid && !weight_valid_d) 
		begin
            case (next)
                5'd31: 
				begin
                    out_finish <= 1;
                    out_valid <= 0;
                    out_data <= result[next];
                    out_row <= next;
                end
                default: 
				begin
                    out_valid <= 1;
                    out_data <= result[next];
                    out_row <= next;
                    case (result[next+1])
                        18'b0: 
						begin
                            if (next + 2 > 31) 
							begin
                                next <= next + 1;
                            end else 
							begin
                                next <= next + 2;
                            end
                        end
                        default: 
						begin
                            next <= next + 1;
                        end
                    endcase
                end
            endcase
        end
    end
end
endmodule
File: ./run.sh
#!/bin/bash
# OpenROAD 26Q1-2900-gdf79404cd8, Yosys 0.63+post, stock flow scripts
make -C /OpenROAD-flow-scripts/flow DESIGN_CONFIG=/design/flow/config.mk WORK_HOME=/design/flow/orfs finish
File: ./config.mk
export PLATFORM = sky130hd
export DESIGN_NAME = SPMV
export DESIGN_NICKNAME = SPMV
export VERILOG_FILES = /design/flow/design.v
export SDC_FILE = /design/flow/constraint.sdc
export NUM_CORES = 4
export LEC_CHECK = 1
export CORE_UTILIZATION = 30
File: ./constraint.sdc
current_design SPMV

set clk_period 11.5
set clk_io_pct 0.2

create_clock -name clk0 -period $clk_period [get_ports {clk}]

set non_clock_inputs [all_inputs -no_clocks]
set_input_delay [expr $clk_period * $clk_io_pct] -clock clk0 $non_clock_inputs
set_output_delay [expr $clk_period * $clk_io_pct] -clock clk0 [all_outputs]
==> notes.md <==
Purpose: to document the outcome of synthesis and place and route.

Drt
The wire length recorded after detailed routing is around 430000 um. For this block, the initial DRC count from the detailed router was about 8.5k. The routed layout has ~58k vias. In the log, the iteration count for the first detailed-route pass is 10. Dividing the detail-routed wire length by the instance count gives between 50 and 60 um. The post-detailed-route DRC marker count is 0.

The count of nets left with antenna violations once routing finished came out at 0. The per-cell via count in the routed design is around 7.2.

Worst setup path
Among cell families on the critical path, the largest total delay comes from adder cells. Among all stages on the critical path, the largest delay is contributed by clkdlybuf4s50_1. STA classifies the critical path startpoint as a primary input.

The buffer and inverter count on the worst path is 7. For the worst reg-to-reg path, the startpoint reported by OpenROAD is row_reg[2]$_DFFE_PN0P_. The critical setup path kind is in2reg.

The data required time at the worst endpoint is roughly 12 ns. The report puts the cell count of the worst reg-to-reg path at 19. STA lists the maximum fanout along the critical path as 18. For the worst reg-to-reg path, the endpoint reported by OpenROAD is result[14][11]$_DFFE_PN0P_.

Per STA, the library cell used most along the worst path is inv_1. For this run, the slowest stage of the critical path takes 0.90 ns. The worst-case reg-to-reg setup slack stands at 4.70 ns. The data arrival time at the worst-slack endpoint is slightly below 10 ns.

The worst setup path is captured at a flop.

Worst hold path
In the hold timing report, the worst path depth is 2. In this run the worst hold path is classified as reg2reg. STA lists the startpoint of the worst hold path as out_data[10]$_DFFE_PN0P_.

The hold-critical path endpoint is out_data[10]$_DFFE_PN0P_.

Global route
Entering global routing, the biggest net connects 144 pins. The initial antenna violation count was a little over 100. The number of global-route vias before repair is ~53k. The global routing report lists combined usage of all routing layers as 0.527. The remaining global-route overflow is 0. The first global-routing pass estimated about 560000 um of wire.

Final timing
Setup repair after global routing left no endpoint under its margin. The aggregate negative setup slack is 0 ns. The count of pins over their slew limit is 1.

The shortest period the worst path allows is a little over 9 ns. The transition time recorded at the tightest slew-check pin is approximately 1.5 ns. The final period utilization is 0.798.

Hold-check failures listed in the final report amount to 0. The number of failing setup endpoints in the final timing report is 0. The upper clock frequency limit is around 0.11 GHz. The max-slew headroom at the worst pin is -0.0316. On the final layout, the worst clock skew is between 0.06 and 0.07 ns.

Floorplan
The horizontal die size is between 400 and 500 um. The total die area is approximately 0.17 sq mm. The area inside the core boundary is approximately 0.16 sq mm. The initial utilization of the core area, before any placement, comes to 0.302. The die is about 410 um tall.

The initialized floorplan defines roughly 150 standard-cell rows. 50 I/O pins were placed.

Power and ir drop
The total leakage power is around 0.025 uW. The post-layout total power is ~18000 uW. The worst-case IR drop observed on VDD is between 0.2 and 0.3 mV. The report lists the power per cell area as between 300 and 400 mW/mm^2.

Final layout
After filler insertion, the fill cell instance count of the layout stands at roughly 17k. The area added between synthesis and finish is 17.2%. result holds more flip-flops than any other register. The largest registers in the layout are result (576), vector_in (256), out_data (18). Per the final layout report, the fraction of cells sized above drive strength 1 comes to 0.138. The design area is 0.0583 sq mm.

The register with the most flip-flops in the layout has between 500 and 600 of them. The post-route core utilization is 0.354.

Clock network
The maximum root-to-sink buffer count is 3. The clock drives 885 sinks. The clock tree from TritonCTS is built. Post-CTS repair ended up resizing 0 cells. As reported, the later end of the worst-skew pair has a clock insertion delay of around 0.8 ns. Per the CTS log, the root buffer master is clkbuf_16. Buffers inserted during clock tree synthesis total ~100.

The H-tree depth is 3. The post-cts hold buffer count is 0. Looking at the worst setup and hold paths, the clock pins of their registers show a slew of ~0.06 ns. The post-CTS repair timing setup buffer count is 0.

Run status
The checks that failed: slew limit. The flow ran to the end, but the final reports show violations.

Logic synthesis
The number of enable flip-flop cells is 0. Of the post-synthesis cell area, the dominant cell type holds 0.445. The share of async-settable or async-resettable flops after synthesis is 1.00.

For this run, the register share of the synthesized area comes to 0.445. The synthesis report lists the Yosys warning total as 3. The average size of a mapped cell is 9.04 sq um. The synthesized flop and latch total is slightly below 900.

The main area contributors are dfrtp_1 45%, nand2_1 5.2%, mux2i_1 4.7%, a22oi_1 4.2%, a21oi_1 4.2%. Yosys mapped the design onto between 90 and 100 distinct sky130hd cell types. In the synthesized netlist the dominant register cell turns out to be dfrtp_1. dfrtp_1 is the most common cell in the netlist. The library cell occupying the most area in the post-synthesis netlist is dfrtp_1. Synthesis produced around 5.5k cells.

By count the netlist is led by 885 x dfrtp_1, 688 x nand2_1, 508 x nor2_1. The stat command in Yosys gives a chip area of between 0.04 and 0.05 sq mm. For this design, Yosys synthesis ends with a cell count of roughly 5.5k. The mapped cell area is between 0.04 and 0.05 sq mm.

Placed design
RePlAce ended its routability-driven mode at a weighted congestion of about 1.2. The sum of net half-perimeters after detailed placement is roughly 290000 um. Once placement finished, the instance area stood at 0.0544 sq mm.

Input and output buffers added on the ports amount to between 40 and 50.

Flow run
The OpenROAD warning count is 67. The number of maximum-capacitance violations recorded for the run is 0.
worst max-delay path by stage:
stage,startpoint,end,slack [ns],cells after the start
finish,in_col[1],mult_result[15]$_DFFE_PN0P_,2.33,27
global route,in_col[1],mult_result[15]$_DFFE_PN0P_,2.06,26
CTS,in_col[1],mult_result[15]$_DFFE_PN0P_,2.33,27
per-layer routing:
metal / GRT usage / wire length (um) / up-vias
met5: 0.135 / 2410 / -
met4: 0.494 / 55900 / 87
met3: 0.356 / 62000 / 2527
met2: 0.674 / 167000 / 5760
met1: 0.559 / 140000 / 28525
li1: - / - / 20631
worst min-delay path: cells and delay by family (launching register included):
family,cells,cell delay (ns)
DFF,1,0.34
and+or+nand+nor,1,0.08
AOI/OAI and AO/OA,1,0.06
kinds of logic after synthesis:
group,count (synthesis),share of synthesized area
compound gates,1667,0.234
other cells,1,0.0000754
fa+ha+maj,98,0.0302
flops,885,0.445
xor+xnor,22,0.00463
simple gates,1979,0.181
buf+inv,567,0.0456
mux,286,0.0589
area by class of cell:
class	count	area, sq um	share of cell area
tap	2189	2740	0.0470
clock buffer	137	2910	0.0499
clock inverter	52	626	0.0107
inverter	73	279	0.00479
timing repair buffer	450	3560	0.0610
multi-input combinational	4055	25700	0.441
sequential	885	22200	0.380
antenna	124	310	0.00532
cell usage in the layout, fill, tap and decap left out, types with 68 or more instances in the layout:
master / count
nand2_1: 678
mux2i_1: 233
nand3_1: 310
a221oi_1: 217
nand4_1: 103
o21ai_0: 235
a21oi_1: 414
a211oi_1: 68
nor3_1: 71
clkbuf_16: 104
a22o_1: 206
inv_1: 71
buf_4: 396
diode_2: 124
nor2_1: 457
dfrtp_1: 883
a22oi_1: 277
power by group:
part | leakage [uW] | switching, uW | internal (uW)
combinational | 0.0119 | 6000 | 2120
sequential | 0.0116 | 2550 | 4080
clock | 0.00173 | 1530 | 2030
metrics by stage:
stage | instances | hold slack (ns) | setup slack (ns)
3_5_place_dp | 7652 | 0.494 | 1.57
4_1_cts | 7841 | 0.512 | 2.33
5_1_grt | 7872 | 0.540 | 2.06
6_report | 7965 | 0.517 | 2.33
3_3_place_gp | 7652 | 0.477 | 1.50
2_1_floorplan | 5507 | 0.456 | 3.50
Power is estimated from default activity; no workload was simulated.
